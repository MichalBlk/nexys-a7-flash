`flow/design.v`:
```
module seven_seg(
  input  logic       clk_100mhz,
  input  logic       nrst,
  output logic       ca,
  output logic       cb,
  output logic       cc,
  output logic       cd,
  output logic       ce,
  output logic       cf,
  output logic       cg,
  output logic       dp,
  output logic [7:0] an,
  input  logic [3:0] val,
  input  logic       d,
  input  logic       valid,
  output logic [2:0] can
);
  localparam ZERO   = 7'b000_0001;
  localparam ONE    = 7'b100_1111;
  localparam TWO    = 7'b001_0010;
  localparam THREE  = 7'b000_0110;
  localparam FOUR   = 7'b100_1100;
  localparam FIVE   = 7'b010_0100;
  localparam SIX    = 7'b010_0000;
  localparam SEVEN  = 7'b000_1111;
  localparam EIGHT  = 7'b000_0000;
  localparam NINE   = 7'b000_0100;
  localparam CHAR_A = 7'b000_1000;
  localparam CHAR_B = 7'b110_0000;
  localparam CHAR_C = 7'b111_0010;
  localparam CHAR_D = 7'b100_0010;
  localparam CHAR_E = 7'b011_0000;
  localparam CHAR_F = 7'b011_1000;
  localparam NONE   = 7'b111_1111;
  localparam STEP   = 10000;
  logic [13:0] cnt, cnt_r;
  logic [2:0]  idx, idx_r;
  always_comb begin
    cnt = cnt_r + 1;
    idx = idx_r;
    if (cnt_r == STEP - 1) begin
      cnt = 0;
      idx = idx_r + 1;
    end
  end
  always_ff @(posedge clk_100mhz, negedge nrst)
    if (!nrst) begin
      cnt_r <= 0;
      idx_r <= 0;
    end else begin
      cnt_r <= cnt;
      idx_r <= idx;
    end
  always_comb
    case (idx_r)
      0: an = 8'b1111_1110;
      1: an = 8'b1111_1101;
      2: an = 8'b1111_1011;
      3: an = 8'b1111_0111;
      4: an = 8'b1110_1111;
      5: an = 8'b1101_1111;
      6: an = 8'b1011_1111;
      7: an = 8'b0111_1111;
    endcase
  assign dp = !(valid && d);
  always_comb
    if (valid)
      case (val)
        0:  {ca, cb, cc, cd, ce, cf, cg} = ZERO;
        1:  {ca, cb, cc, cd, ce, cf, cg} = ONE;
        2:  {ca, cb, cc, cd, ce, cf, cg} = TWO;
        3:  {ca, cb, cc, cd, ce, cf, cg} = THREE;
        4:  {ca, cb, cc, cd, ce, cf, cg} = FOUR;
        5:  {ca, cb, cc, cd, ce, cf, cg} = FIVE;
        6:  {ca, cb, cc, cd, ce, cf, cg} = SIX;
        7:  {ca, cb, cc, cd, ce, cf, cg} = SEVEN;
        8:  {ca, cb, cc, cd, ce, cf, cg} = EIGHT;
        9:  {ca, cb, cc, cd, ce, cf, cg} = NINE;
        10: {ca, cb, cc, cd, ce, cf, cg} = CHAR_A;
        11: {ca, cb, cc, cd, ce, cf, cg} = CHAR_B;
        12: {ca, cb, cc, cd, ce, cf, cg} = CHAR_C;
        13: {ca, cb, cc, cd, ce, cf, cg} = CHAR_D;
        14: {ca, cb, cc, cd, ce, cf, cg} = CHAR_E;
        15: {ca, cb, cc, cd, ce, cf, cg} = CHAR_F;
      endcase
    else
      {ca, cb, cc, cd, ce, cf, cg} = NONE;
  assign can = idx_r;
endmodule
```
`flow/config.mk`:
```
export PLATFORM = sky130hd
export DESIGN_NAME = seven_seg
export DESIGN_NICKNAME = seven_seg
export VERILOG_FILES = /design/flow/design.v
export SDC_FILE = /design/flow/constraint.sdc
export NUM_CORES = 4
export LEC_CHECK = 1
export CORE_AREA = 10 10 84 84
export DIE_AREA = 0 0 94 94
```
`flow/constraint.sdc`:
```
current_design seven_seg

set clk_period 1.9
set clk_io_pct 0.2

create_clock -name clk0 -period $clk_period [get_ports {clk_100mhz}]

set non_clock_inputs [all_inputs -no_clocks]
set_input_delay [expr $clk_period * $clk_io_pct] -clock clk0 $non_clock_inputs
set_output_delay [expr $clk_period * $clk_io_pct] -clock clk0 [all_outputs]
```
`flow/run.sh`:
```
#!/bin/bash
# OpenROAD 26Q1-2900-gdf79404cd8, Yosys 0.63+post, stock flow scripts
make -C /OpenROAD-flow-scripts/flow DESIGN_CONFIG=/design/flow/config.mk WORK_HOME=/design/flow/orfs finish
```
==> flow_summary.yaml <==
# physical design summary
final_timing:
  finalClockPeriodUsage_pct: 97.4
  relSlewSlack_pct: 77.0
  fmax_mhz: 541
  rsz0062_at_grt: "true"
  skew_ns: 0.00292
  fin_crit_ns: 1.85
  finalSetupViolations: 0
  setup_tns_ns: 0
  drv_slew: 0
  finalHoldViolations: 0
  tightest_slew_ns: 0.342
final_layout:
  nFillCells: 546
  drive_above_1_share_pct: 28.1
  regArea_um2: 428
  lay_top_count: "buf_4"
  final_layout_top_logic_cells: "21 x buf_4, 15 x dfrtp_1, 14 x nor2_1"
  areaGrowthSynthToFinish_pct: 47.6
  logic_area_um2: 671
  postLayoutCoreUtil_pct: 31.8
  instances_no_fill: 237
power:
  ir_worst_vdd_v: 0.000336
  power.total_uw: 736
  leakagePower_nw: 0.754
  p_per_area_mw_per_mm2: 444
global_route:
  grt_use_total_pct: 6.26
  grt_pass1_vias: 971
  grtUsageMet2_pct: 9.91
  grt.busiest_layer: "met2"
  use_met1_pct: 8.44
  grtUsageMet3_pct: 2.18
  grt_max_degree: 18
  grt_overflow: 0
  antenna_found_initial: 0
  grt_first_pass_wirelength_mm: 4.59
cts:
  path_clk_slew_ns: 0.07
  numCtsBuffers: 3
  clock-sinks: 17
  cts_tree: "done"
  clockRootBuffer: "clkbuf_8"
  cts_max_path_buffers: 2
  clock_latency_ns: 0.25
  cts_max_level: 1
critical_path:
  regToRegEndpoint: "idx_r[1]"
  end_kind: "output port"
  r2r_cells: 5
  cp-startpoint: "idx_r[0]"
  crit_path_cell_trace: "ha_1 -> nand2b_1 -> clkdlybuf4s50_1"
  path_class: "flop to output port"
  path_buffers: 1
  r2r_start: "cnt_r[5]"
  path_max_fanout: 5
  slowest_stage: "clkdlybuf4s50_1"
  crit_path_end: "an[3]"
  regToRegSetupSlack_ns: 0.20
  cp-start-kind: "flop"
  max_stage_delay_ns: 0.48
  cp.depth: 3
  critPathTopFamily: "buffers and inverters"
  critPathRequiredTime_ns: 1.52
  crit_arrival_ns: 1.47
detailed_routing:
  drt-initial-drc-count: 51
  diodes: 0
  firstDrtPassIters: 3
  vias: 953
  drc: 0
  wl_per_cell_um: 11.3
  postRouteAntennaNets: 0
  wl_mm: 2.69
  via_per_inst: 4.02
yosys:
  synth_flops: 17
  netlist_area_mm2: 0.00112
  synth.distinct_cells: 27
  ys_area_mm2: 0.00112
  syn_inst: 119
  ys_seq_share_pct: 37.9
  yosysCellCount: 119
  yosysWarnings: 1
  syn_area_per_cell_um2: 9.43
floorplan:
  die_area_mm2: 0.00884
  fp_util_pct: 21.6
  rows: 26
  core-area_mm2: 0.00520
  die_w_um: 94
  dieHeight_um: 94
  io-pin-count: 27
run_status:
  status: "finished clean"
placement:
  dp_cells: 229
  place_hpwl_mm: 2.06
  port_buffers: 26
  gp_congestion: 0.807
min_path:
  hold_class: "input pin to async pin"
flow_run:
  drv_cap: 0
  warnings: 35
==> synthesized netlist by cell type, drive strengths merged <==
cell / number / area share [%]
dfrtp: 17 / 38
nor2: 14 / 4.7
ha: 12 / 13
nand2: 12 / 4.0
xnor2: 9 / 7.0
inv: 8 / 2.7
nand3: 6 / 2.7
xor2: 5 / 3.9
nand2b: 4 / 2.2
nor4: 4 / 3.6
nand4: 3 / 1.7
nor3: 3 / 1.3
o211ai: 3 / 2.0
a21oi: 2 / 0.89
clkbuf: 2 / 0.67
mux2i: 2 / 1.8
o21ai: 2 / 0.89
o311ai: 2 / 1.6
or3: 2 / 1.1
and2b: 1 / 0.78
and3: 1 / 0.56
buf: 1 / 1.0
mux2: 1 / 1.0
nand3b: 1 / 0.67
o221ai: 1 / 0.78
or4b: 1 / 1.2
==> routing by layer <==
layer  up-vias  part of all wire, %
met2        17                   44
met4         0                 0.52
met3         2                  6.2
li1        502                    -
met5         -                    0
met1       432                   49
==> worst register-to-register path, delay by kind of cell, from the launching register on <==
family / cells / cell delay (ns)
simple gates: 3 / 0.92
flops: 1 / 0.43
buf+inv: 1 / 0.22
compound gates: 1 / 0.06
==> registers in the layout, summed over array words and instances (netlist names) <==
register	count
cnt_r	14
idx_r	3
==> stage by stage <==
step                      setup slack [ns]  cell area (um2)  hold slack [ns]
after floorplan                      0.343             1120           0.0844
after global routing             -0.000580             1660            0.460
after global placement              -0.653             1580            0.471
after CTS                         0.000609             1640            0.457
after detailed placement            -0.657             1580            0.477
final                               0.0500             1660            0.453
==> how the worst min path moves through the flow <==
| stage | start | to | slack [ns] |
|---|---|---|---|
| final | nrst | cnt_r[4] | 0.45 |
| after CTS | nrst | cnt_r[8] | 0.46 |
| after global routing | nrst | cnt_r[5] | 0.46 |
==> power breakdown <==
| group | leakage (nW) | total, mW | switching (mW) | internal (mW) |
|---|---|---|---|---|
| Combinational | 0.507 | 0.102 | 0.0469 | 0.0548 |
| Clock | 0.0217 | 0.273 | 0.125 | 0.147 |
| Sequential | 0.224 | 0.362 | 0 | 0.362 |
| Total | 0.754 | 0.736 | 0.172 | 0.564 |
==> cells by family (layout without fill, tap and decap cells) <==
kind of cell    count (synthesis)  count (layout)  synth area share (%)
xor+xnor                       14              14                  10.9
fa+ha+maj                      12              12                  13.4
simple gates                   52              52                  24.5
compound gates                 10              10                  6.13
flops                          17              17                  37.9
buf+inv                        11              59                  4.35
mux                             3               3                  2.79
==> area by class of cell <==
class,count,area share [%]
multi-input cells,91,40.5
flip-flops and latches,17,25.8
repair buffers,47,23.6
well taps,70,5.29
clock buffers,3,2.49
inverters,8,1.81
clock inverters,1,0.453
==> timing repair <==
action                                 CTS  global route
hold buffers                             0             0
endpoints found under the hold margin    0             0
setup endpoints to repair               14            14
setup buffers                            2             2
gates resized                           32            12
pin swaps                                1             1
Power is estimated from default activity; no workload was simulated.
