[flow/design.v]
module flash(
  input  logic       clk_100mhz,
  input  logic       nrst,
  input  logic       miso,
  output logic       mosi,
  output logic       sclk,
  output logic       wpn,
  output logic       rstn,
  output logic       csn,
  output logic [7:0] out
);
  localparam TICK       = 2;
  localparam MS         = 100000;
  localparam SEC        = 1000 * MS;
  localparam CMD_RESET  = 8'hf0;
  localparam CMD_READ   = 8'h03;
  localparam START_ADDR = 24'h000000;
  typedef enum logic [3:0] {
    ST_WAIT,
    ST_RESET_CS,
    ST_RESET_CMD,
    ST_RESET_WAIT,
    ST_RD_CS,
    ST_RD_CMD,
    ST_RD_ADDR,
    ST_RD_DATA,
    ST_RD_WAIT
  } state_t;
  state_t      state, state_r;
  logic [29:0] cnt, cnt_r;
  logic        clk_cnt, clk_cnt_r;
  logic [23:0] addr, addr_r;
  logic [7:0]  data, data_r;
  logic [23:0] wshr, wshr_r;
  logic [7:0]  rshr, rshr_r;
  logic        sclk_en, sclk_en_r;
  logic        cs, cs_r;
  logic        clk_50mhz;
  assign clk_cnt = clk_cnt_r ^ 1;
  always_ff @(posedge clk_100mhz, negedge nrst)
    if (!nrst)
      clk_cnt_r <= 1;
    else
      clk_cnt_r <= clk_cnt;
  assign clk_50mhz = clk_cnt_r;
  always_comb begin
    cs = cs_r;
    case (state_r)
      ST_WAIT, ST_RESET_WAIT:
        if (cnt_r == MS - 1)
          cs = 1;
      ST_RESET_CMD, ST_RD_DATA:
        if (cnt_r == 8 * TICK - 2)
          cs = 0;
      ST_RD_WAIT:
        if (cnt_r == SEC - 1)
          cs = 1;
    endcase
  end
  always_ff @(posedge clk_100mhz, negedge nrst)
    if (!nrst)
      cs_r <= 0;
    else
      cs_r <= cs;
  always_comb begin
    sclk_en = sclk_en_r;
    case (state_r)
      ST_RESET_CS, ST_RD_CS:
        if (!cnt_r)
          sclk_en = 1;
      ST_RESET_CMD, ST_RD_DATA:
        if (cnt_r == 8 * TICK - 2)
          sclk_en = 0;
    endcase
  end
  always_ff @(posedge clk_100mhz, negedge nrst)
    if (!nrst)
      sclk_en_r <= 0;
    else
      sclk_en_r <= sclk_en;
  always_comb begin
    addr = addr_r;
    if (state_r == ST_RD_WAIT && cnt_r == MS - 1)
      addr = addr_r + 1;
  end
  always_ff @(posedge clk_100mhz, negedge nrst)
    if (!nrst)
      addr_r <= START_ADDR;
    else
      addr_r <= addr;
  always_comb begin
    wshr = wshr_r;
    if (!(cnt_r & 1))
      wshr = wshr_r << 1;
    case (state_r)
      ST_RESET_CS:
        wshr[23:16] = CMD_RESET;
      ST_RD_CS:
        wshr[23:16] = CMD_READ;
      ST_RD_CMD:
        if (cnt_r == 8 * TICK - 2)
          wshr = addr_r;
    endcase
  end
  always_ff @(posedge clk_100mhz)
    wshr_r <= wshr;
  assign rshr = !(cnt_r & 1) ? {rshr_r[6:0], miso} : rshr_r;
  always_ff @(posedge clk_100mhz)
    rshr_r <= rshr;
  always_comb begin
    data = data_r;
    if (state_r == ST_RD_DATA && cnt_r == 8 * TICK - 1)
      data = rshr_r;
  end
  always_ff @(posedge clk_100mhz, negedge nrst)
    if (!nrst)
      data_r <= 0;
    else
      data_r <= data;
  always_comb begin
    state = state_r;
    cnt   = cnt_r + 1;
    case (state_r)
      ST_WAIT:
        if (cnt_r == MS - 1) begin
          state = ST_RESET_CS;
          cnt   = 0;
        end
      ST_RESET_CS:
        if (cnt_r == TICK - 1) begin
          state = ST_RESET_CMD;
          cnt   = 0;
        end
      ST_RESET_WAIT:
        if (cnt_r == MS - 1) begin
          state = ST_RD_CS;
          cnt   = 0;
        end
      ST_RD_CS:
        if (cnt_r == TICK - 1) begin
          state = ST_RD_CMD;
          cnt   = 0;
        end
      ST_RD_ADDR:
        if (cnt_r == 24 * TICK - 1) begin
          state = ST_RD_DATA;
          cnt   = 0;
        end
      ST_RD_WAIT:
        if (cnt_r == SEC - 1) begin
          state = ST_RD_CS;
          cnt   = 0;
        end
      default:
        if (cnt_r == 8 * TICK - 1) begin
          state = state_t'(state_r + 1);
          cnt   = 0;
        end
    endcase
  end
  always_ff @(posedge clk_100mhz, negedge nrst)
    if (!nrst) begin
      state_r <= ST_WAIT;
      cnt_r   <= 0;
    end else begin
      state_r <= state;
      cnt_r   <= cnt;
    end
  assign mosi = wshr_r[23];
  assign sclk = sclk_en_r ? clk_50mhz : 1;
  assign wpn  = 1;
  assign rstn = 1;
  assign csn  = !cs_r;
  assign out = data_r;
endmodule
[flow/config.mk]
export PLATFORM = sky130hd
export DESIGN_NAME = flash
export DESIGN_NICKNAME = flash
export VERILOG_FILES = /design/flow/design.v
export SDC_FILE = /design/flow/constraint.sdc
export NUM_CORES = 4
export LEC_CHECK = 1
export CORE_UTILIZATION = 50
[flow/constraint.sdc]
current_design flash

set clk_period 8.2
set clk_io_pct 0.2

create_clock -name clk0 -period $clk_period [get_ports {clk_100mhz}]

set non_clock_inputs [all_inputs -no_clocks]
set_input_delay [expr $clk_period * $clk_io_pct] -clock clk0 $non_clock_inputs
set_output_delay [expr $clk_period * $clk_io_pct] -clock clk0 [all_outputs]
[flow/run.sh]
#!/bin/bash
# OpenROAD 26Q1-2900-gdf79404cd8, Yosys 0.63+post, stock flow scripts
make -C /OpenROAD-flow-scripts/flow DESIGN_CONFIG=/design/flow/config.mk WORK_HOME=/design/flow/orfs finish
==> reports/metrics.yaml <==
ys_cells: 455
initCoreUtil: 0.5187
logic_family: "simple AND/OR/NAND/NOR gates"
clk_path_buf_depth: 2
die_width_um: 100.1
routed_wl_um: 8650
design_area_mm2: 0.005226
die_area_mm2: 0.01003
critPathLaunchType: "flop"
core-area_mm2: 0.009284
area_leaders: "dfrtp_1 (35%), dfxtp_1 (10%), mux2i_1 (5.2%)"
maxSlewHeadroom: 0.5152
r2r-start: "cnt_r[0]$_DFF_PN0_"
min_from: "rshr_r[1]$_DFFE_PN_"
synth-adder-area-share: 0.02338
cts-resized-gates: 0
place.gp.congestion: 0.8859
cts-root-buf: "clkbuf_8"
rsz0062_at_grt: "false"
fin_crit_sh: 0.3903
ys_types: 55
yosysWarningCount: 1
r2r_setup_slack_ps: 5000
whs_ps: 455.7
clkLatencyLatePin_ps: 360
dp_hpwl_um: 6004
drive_gt1_frac: 0.09725
drt_iter0_drc: 98
die_y_um: 100.1
yosys.stat.seqShare: 0.5084
holdPathEnd: "rshr_r[2]$_DFFE_PN_"
rows: 35
yosysChipArea_mm2: 0.004816
ff2ff_path_depth: 9
synth-edff-count: 8
critPathRequiredTime_ps: 8450
firstDrtPassIters: 4
synth_top_flop_cell: "dfrtp_1"
tool_warnings: 31
grt_pass1_vias: 3223
maxCapViolations: 0
top_area_cell: "dfrtp_1"
drtAntennaViolNets: 0
gr-total-overflow: 0
numCtsBuffers: 9
insertedDiodeCount: 0
most_common_cell: "dfrtp_1"
postSynthAreaPerCell_um2: 10.58
syn_area_mm2: 0.004816
grt_pass1_wl_um: 15370
hold_class: "flop to flop"
grtUsageTotal: 0.1994
ir_worst_vdd_uv: 78.34
compound_area_frac: 0.06339
tns_ps: 0
area_growth_pct: 8.522
routed_wire_length_per_instance_um: 14.37
postCtsHoldBufs: 0
max_freq_mhz: 312.4
async_reset_ff_frac: 0.6832
grt_max_degree: 39
io_buffers: 13
vias_per_cell: 5.221
leakage_uw: 0.002144
fin_skew_ps: 13.84
drc: 0
ios: 16
antenna_found_initial: 0
post_cts_buffers: 0
synthXorXnorAreaFrac: 0.09457
route.vias.total: 3143
cts_sinks: 101
netlist_instances: 455
critPathCaptureType: "flop"
ys_ff: 101
ys_sh_mux: 0.07768
htree_levels: 3
netlist_top_cells_count: "dfrtp_1 (68), nand2_1 (42), nor2_1 (35), nand3_1 (30), o21ai_0 (29)"
worst_slew_pin_slew_ps: 727.1
simple_gate_share: 0.2052
power_density_mw_per_mm2: 151.3
place_area_mm2: 0.005060
min_path_cells: 0
fin_crit_ps: 3201
hold_viol: 0
drv_slew: 0
cts_tree: "done"
setup_viol: 0
arrival_ps: 3450
path_clk_slew_ps: 100
outcome: "complete, no violations"
path_class: "flop to flop"
worstPathMaxFanout: 30
r2r-end: "state_r[2]$_DFFE_PN0P_"
fillerInstances: 828
top_area_frac: 0.3533
-- per-layer routing --
metal	global-route usage	vias to the layer above	part of all wire
met5	0	-	0
met4	0.02118	0	0.011
met3	0.03541	9	0.025
met2	0.3019	29	0.44
met1	0.3279	1505	0.53
li1	-	1600	-
-- worst max path at each step --
stage | start | cells past startpoint | to | slack [ps]
4_1_cts | cnt_r[0]$_DFF_PN0_ | 9 | state_r[2]$_DFFE_PN0P_ | 4940
5_1_grt | cnt_r[0]$_DFF_PN0_ | 9 | state_r[2]$_DFFE_PN0P_ | 4740
6_report | cnt_r[0]$_DFF_PN0_ | 9 | state_r[2]$_DFFE_PN0P_ | 5000
-- stage by stage --
stage / setup slack [ps] / std cells / util / power (uW)
floorplan: 5948 / 456 / - / 511.9
global placement: 5066 / 586 / 0.5450 / 519.4
detailed placement: 4960 / 586 / 0.5450 / 519.6
CTS: 4944 / 602 / 0.5629 / 802.2
global route: 4741 / 602 / 0.5629 / 825.5
finish: 4999 / 602 / 0.5629 / 790.9
-- flip-flops by register name (all words and copies together) (netlist names) --
name	cells
cs_r	1
rshr_r	8
wshr_r	24
clk_cnt_r	1
addr_r	24
data_r	8
sclk_en_r	1
cnt_r	30
state_r	4
-- worst max-delay path, stage by stage (launching register included) --
cell     delay (ps)
dfrtp_1         330
buf_4           400
ha_1            300
nand2_1         140
or3_1           390
o31ai_2         290
o41ai_2         200
nor3_4          390
buf_4           310
mux2_1          340
-- cell families after synthesis --
| logic type | count (synthesis) |
|---|---|
| simple gates | 177 |
| flops | 101 |
| xor+xnor | 52 |
| compound gates | 50 |
| mux | 36 |
| buf+inv | 29 |
| fa+ha+maj | 9 |
| other cells | 1 |
-- cells in the final DEF, fill, tap and decap left out, drive strengths merged, types with 4 or more instances in the layout --
cell / count
nor2b: 5
buf: 5
dfrtp: 68
nand3: 31
a21oi: 7
nor3: 13
and3: 5
clkbuf: 11
nor4: 12
ha: 9
nor2: 35
clkdlybuf4s50: 12
edfxtp: 8
inv: 14
xnor2: 24
nand2: 42
mux2: 11
dfxtp: 24
mux2i: 25
nand2b: 4
nand4: 11
o21ai: 29
xor2: 28
-- power breakdown --
group | total [uW] | switching [uW] | internal, uW | leakage (uW)
logic | 7.64 | 6.76 | 0.879 | 0.000831
registers | 501 | 0 | 501 | 0.00123
clock network | 283 | 171 | 111 | 0.0000837
total | 791 | 178 | 613 | 0.00214
-- layout make-up --
| cell class | instances | area [um2] | share of cell area |
|---|---|---|---|
| Clock inverter | 5 | 35.03 | 0.006703 |
| Timing Repair Buffer | 17 | 155.1 | 0.02969 |
| Inverter | 13 | 48.80 | 0.009337 |
| Multi-Input combinational cell | 326 | 2246 | 0.4297 |
| Sequential cell | 101 | 2449 | 0.4685 |
| Clock buffer | 11 | 131.4 | 0.02514 |
| Tap cell | 129 | 161.4 | 0.03088 |
Power and IR drop assume default switching activity.
